==> flow/design.v <==
`timescale 1ns / 1ps
module EX(
     input clk,
     input en,
     input clc,
     input [31:0] PCD,
     input [31:0] InsD,
     input [31:0] ImmD,
     input [4:0] rdD,
     input [4:0] rs1D,
     input [4:0] rs2D,
     input [31:0] rs1_valD,
     input [31:0] rs2_valD,
     input RegWriteD,
     input ALUSrcD,
     input BranchD,
     input [1:0] JumpD,
     input MemReadD,
     input MemWriteD,
     input [1:0] MemtoRegD,
     input [3:0] CtrlD,
     input luiD,
     input LoadD,
     output reg [31:0] PCE,
     output reg [31:0] InsE,
     output reg [31:0] ImmE,
     output reg [4:0] rdE,
     output reg [4:0] rs1E,
     output reg [4:0] rs2E,
     output reg [31:0] rs1_valE,
     output reg [31:0] rs2_valE,
     output reg RegWriteE,
     output reg ALUSrcE,
     output reg BranchE,
     output reg [1:0] JumpE,
     output reg MemReadE,
     output reg MemWriteE,
     output reg [1:0] MemtoRegE,
     output reg [3:0] CtrlE,
     output reg luiE,
     output reg LoadE
    );
    initial begin
        PCE = 32'b0;
        ImmE = 32'b0;
        rdE = 5'b0;
        rs1E = 5'b0;
        rs2E = 5'b0;
        rs1_valE = 32'b0;
        rs2_valE = 32'b0;
        RegWriteE = 0;
        ALUSrcE = 0;
        BranchE = 0;
        JumpE = 2'b0;
        MemReadE = 0;
        MemWriteE = 0;
        MemtoRegE = 2'b0;
        CtrlE = 4'b0;
        luiE = 0;
        LoadE = 0;
        InsE = 32'b0;
    end
    always @(posedge clk) begin
        if(en) begin
            if(clc) begin
                PCE = 32'b0;
                ImmE = 32'b0;
                rdE = 5'b0;
                rs1E = 5'b0;
                rs2E = 5'b0;
                rs1_valE = 32'b0;
                rs2_valE = 32'b0;
                RegWriteE = 0;
                ALUSrcE = 0;
                BranchE = 0;
                JumpE = 2'b0;
                MemReadE = 0;
                MemWriteE = 0;
                MemtoRegE = 2'b0;
                CtrlE = 4'b0;
                luiE = 0; 
                LoadE = 0;    
                InsE = 32'b0;           
            end
            else begin
                PCE = PCD;
                ImmE = ImmD;
                rdE = rdD;
                rs1E = rs1D;
                rs2E = rs2D;
                rs1_valE = rs1_valD;
                rs2_valE = rs2_valD;
                RegWriteE = RegWriteD;
                ALUSrcE = ALUSrcD;
                BranchE = BranchD;
                JumpE = JumpD;
                MemReadE = MemReadD;
                MemWriteE = MemWriteD;
                MemtoRegE = MemtoRegD;
                CtrlE = CtrlD;
                luiE = luiD; 
                LoadE = LoadD;   
                InsE = InsD;           
            end
        end
    end
endmodule
==> flow/run.sh <==
#!/bin/bash
# OpenROAD 26Q1-2900-gdf79404cd8, Yosys 0.63+post, stock flow scripts
make -C /OpenROAD-flow-scripts/flow DESIGN_CONFIG=/design/flow/config.mk WORK_HOME=/design/flow/orfs finish
==> flow/config.mk <==
export PLATFORM = sky130hd
export DESIGN_NAME = EX
export DESIGN_NICKNAME = EX
export VERILOG_FILES = /design/flow/design.v
export SDC_FILE = /design/flow/constraint.sdc
export NUM_CORES = 4
export LEC_CHECK = 1
export CORE_AREA = 10 10 214 214
export DIE_AREA = 0 0 224 224
==> flow/constraint.sdc <==
current_design EX

set clk_period 1.0
set clk_io_pct 0.2

create_clock -name clk0 -period $clk_period [get_ports {clk}]

set non_clock_inputs [all_inputs -no_clocks]
set_input_delay [expr $clk_period * $clk_io_pct] -clock clk0 $non_clock_inputs
set_output_delay [expr $clk_period * $clk_io_pct] -clock clk0 [all_outputs]
==> reports/metrics.yaml <==
final_layout:
  lay_top_cells: "edfxtp_1, clkdlybuf4s50_1, buf_2, nor2b_1, nor2b_2"
  seq_area_um2: 5705
  areaGrowthSynthToFinish_pct: 59.85
  fill_cells: 4195
  final_layout_size_suffix_gt1_frac: 0.4265
  stdcell_area_um2: 11760
  comb_area_um2: 1416
grt:
  grt_pass1_wl_um: 34460
  grt_pass1_vias: 5010
  antenna_found_initial: 5
  grt_max_degree: 24
  overflow: 0
  grt_use_total: 0.09554
sta:
  finalHoldViolCount: 0
  tightestPinTransition_ns: 0.2825
  setup_ws_ns: -0.3924
  drv_slew: 0
  rsz0062_at_grt: "true"
  finalSetupViolCount: 190
  post-route-period-util: 1.392
  max_clock_freq_ghz: 0.7182
  timing.final.crit_period_ns: 1.392
  worst_hold_slack_ns: 0.1383
  finalSetupTns_ns: -30.45
  relSlewSlack: 0.8117
run_status:
  violations: "setup timing"
  status: "finished, violations left"
clocking:
  cts_htree_levels: 4
  clock-sinks: 190
  root_buffer: "clkbuf_16"
  cts_buffer_depth: 2
  cts_buffers: 17
  cts_tree: "built"
  clkTransAtPathRegs_ns: 0.07
  hold_buffers: 0
  cts_setup_buffers: 0
synthesis:
  synth.distinct_cells: 6
  numSynthFlops: 190
  synth_cells: 401
  yosys_area_um2: 7355
  syn_avg_cell_area_um2: 18.34
  ys_warn_count: 1
  ys_cells: 401
  synth_seq_share: 0.7758
  syn_area_um2: 7355
setup_path:
  end_kind: "output pin"
  cp-start-kind: "register"
  cp_num_buf_inv: 1
  critPathArrivalTime_ns: 1.19
  cpMaxStageDelayCell: "edfxtp_1"
  crit_family: "flip-flops"
  worst-path-max-fanout: 1
  crit_path_cell_trace: "buf_2"
  crit_required_ns: 0.80
  path_class: "register to output pin"
  max_stage_delay_ns: 0.52
pwr:
  total_leakage_power_nw: 4.412
  p_per_area_nw_per_um2: 1569
  ir_drop_uv: 1262
placement:
  io_buffers: 382
  dp_hpwl_um: 19480
  placed_area_um2: 12150
  gp_congestion: 0.8260
detailed_routing:
  dr.pass1.iters: 4
  ant_nets: 0
  drcViolationCount: 0
  routed_wl_um: 24200
  n_antenna_cell: 0
  vias_per_cell: 3.477
  drtIter0Drc: 212
  avgRoutedWirePerCell_um: 17.58
  vias: 4784
die:
  row_count: 74
  fp_util: 0.1793
  design.core.area_um2: 41020
  die_x_um: 224
  io_pins: 383
  die_h_um: 224
  dieArea_um2: 50180
min_path:
  hold_path_class: "input port to register"
flow_run:
  maxCapViolations: 0
  warnings: 27
[timing repair]
item / CTS / global route
endpoints found under the setup margin: 190 / 190
gates resized: 639 / 0
endpoints found under the hold margin: 0 / 0
[flip-flops by register name (all words and copies together), names as in the netlist]
signal,count
ALUSrcE,1
BranchE,1
CtrlE,4
ImmE,32
InsE,32
JumpE,2
LoadE,1
MemReadE,1
MemWriteE,1
MemtoRegE,2
PCE,32
RegWriteE,1
luiE,1
rdE,5
rs1E,5
rs1_valE,32
rs2E,5
rs2_valE,32
[metal layers]
metal | vias up | wire [um] | GRT usage
met4 | 6 | 364 | 0.01251
met2 | 280 | 10590 | 0.1395
met3 | 27 | 3722 | 0.06484
li1 | 2258 | - | -
met5 | - | 47 | 0
met1 | 2213 | 9468 | 0.1194
[per-stage QoR]
stage | instances | worst slack (ns) | utilization | total power [mW]
after floorplan | 401 | 0.1006 | - | 10.14
after global placement | 1345 | -0.2908 | 0.2963 | 12.67
after detailed placement | 1345 | -0.2724 | 0.2963 | 12.67
after CTS | 1376 | -0.4669 | 0.2866 | 18.91
after global routing | 1376 | -0.4678 | 0.2866 | 19.29
final | 1376 | -0.3924 | 0.2866 | 18.45
[path summary, 6_finish.rpt]
check                   start     endpoint  slack [ns]  cells past startpoint
setup / recovery  rs2_valE[3]  rs2_valE[3]       -0.39                      1
hold / removal             en     InsE[30]        0.14                      2
[cell type report]
cell class	instances	area share
clock inverter	10	0.009791
timing repair buffer	433	0.2903
clock buffer	21	0.03746
multi-input combinational	190	0.1205
sequential	190	0.4853
tap	532	0.05662
[where the power goes]
part	internal, mW	switching [mW]	total (mW)
sequential	9.46	0.177	9.64
clock	3.66	2.96	6.61
combinational	1.45	0.744	2.20
total	14.6	3.88	18.4
[cells in the mapped netlist]
master,number,area (um2)
buf_6,6,67.56
nor2b_2,91,797.0
buf_12,6,120.1
nor2b_1,99,619.3
buf_2,9,45.04
edfxtp_1,190,5705
[cell families after synthesis]
kind of cell / share of synthesized area
flops: 0.7758
buf+inv: 0.03164
simple gates: 0.1926
Power is estimated from default activity; no workload was simulated.
