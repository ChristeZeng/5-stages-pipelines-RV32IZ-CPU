### /design/flow/run.sh
#!/bin/bash
# OpenROAD 26Q1-2900-gdf79404cd8, Yosys 0.63+post, stock flow scripts
make -C /OpenROAD-flow-scripts/flow DESIGN_CONFIG=/design/flow/config.mk WORK_HOME=/design/flow/orfs finish
### /design/flow/config.mk
export PLATFORM = sky130hd
export DESIGN_NAME = MEM
export DESIGN_NICKNAME = MEM
export VERILOG_FILES = /design/flow/design.v
export SDC_FILE = /design/flow/constraint.sdc
export NUM_CORES = 4
export LEC_CHECK = 1
export CORE_AREA = 10 10 245 245
export DIE_AREA = 0 0 255 255
### /design/flow/constraint.sdc
current_design MEM

set clk_period 1.0
set clk_io_pct 0.2

create_clock -name clk0 -period $clk_period [get_ports {clk}]

set non_clock_inputs [all_inputs -no_clocks]
set_input_delay [expr $clk_period * $clk_io_pct] -clock clk0 $non_clock_inputs
set_output_delay [expr $clk_period * $clk_io_pct] -clock clk0 [all_outputs]
### /design/flow/design.v
`timescale 1ns / 1ps
module MEM(
    input clk,
    input en,
    input clc,
    input [31:0] PCE,
    input [31:0] ALUOutE,
    input [31:0] ImmE,
    input [4:0] rdE,
    input RegWriteE,
    input MemWriteE,
    input [1:0] MemtoRegE,
    input [31:0] InsE,
    input luiE,
    input [31:0] rs2_valE,
    input [31:0] mem_w_data,
    output reg [31:0] PCM,
    output reg [31:0] ALUOutM,
    output reg [31:0] ImmM,
    output reg [4:0] rdM,
    output reg RegWriteM,
    output reg MemWriteM,
    output reg [1:0] MemtoRegM,
    output reg [31:0] InsM,
    output reg luiM,
    output reg [31:0] rs2_valM,
    output reg [31:0] mem_w_dataM
    );
    initial begin
        PCM       = 0;
        ALUOutM   = 0;
        ImmM      = 0;
        rdM       = 0;
        RegWriteM = 0;
        MemWriteM = 0;
        MemtoRegM = 0;
        luiM      = 0;
        InsM      = 0;
        rs2_valM  = 0;
        mem_w_dataM = 0;
    end
    always @(posedge clk) begin
        if(en) begin
            PCM       <= clc ? 0 : PCE;
            ALUOutM   <= clc ? 0 : ALUOutE;
            ImmM      <= clc ? 0 : ImmE;
            rdM       <= clc ? 0 : rdE;
            RegWriteM <= clc ? 0 : RegWriteE;
            MemWriteM <= clc ? 0 : MemWriteE;
            MemtoRegM <= clc ? 0 : MemtoRegE;  
            luiM      <= clc ? 0 : luiE;  
            InsM      <= clc ? 0 : InsE;  
            rs2_valM  <= clc ? 0 : rs2_valE;   
            mem_w_dataM <= clc ? 0 : mem_w_data;
        end
    end
endmodule
==> run summary <==
fresh numbers from the pnr run: Slew Viols, Final=0, synthesized instance count=around 430, Post-DP Area=12,900 sq um, CP required=about 0.80 ns, status=finished, violations left, ys cells=roughly 430, Worst-path clk slew=around 0.06 ns, Iter 0 DRT Violations=186, First-pass DRT Iterations=4, DRC=0, Tool Warnings=27, Die Area=around 65,000 sq um, Synth area leader=edfxtp_1, Die W=255 um, Synthesized registers=between 200 and 250, CP top delay family=flip-flops, syn avg cell area=approximately 17 sq um, max frequency=approximately 700 MHz, Leakage=between 0.004 and 0.005 uW, crit-path max FO=1, Util after Layout=a little under a quarter, CP Data Arrival Time=approximately 1.2 ns, gr usage total=under 10%, vias in the first global route=roughly 5,300, Fillers=roughly 5,800, endpoints failing setup=202, CP max-delay cell=edfxtp_1, top cells by area, synth=edfxtp_1, nor2b_1, buf_2, FP Util=approximately 14%, Crit. End Element=primary output, hold path cells=2, Pwr Density=approximately 1600 nW/um^2, cells along the critical path=buf_2, post-route setup slack=-0.429 ns, pin count of the biggest net entering global routing=23, Fin. Hold Viols=0, slew margin rel.=around four fifths, core region area=~55,000 sq um, Post-DP HPWL=approximately 21,000 um, worst hold start=en, total grt overflow=0, Max-area cell share=around four fifths, worst hold path class=in -> reg, cycle use final=143%, Startpoint Class=register, Vias=a little over 5,000, H-tree levels=1, Endpoint, Worst Hold=InsM[8], Slew @ Worst Pin=0.290 ns, detail-routed via count per cell=between 3 and 4, Final ANT Viol Nets=0, number of diodes=0, Crit Path Category=reg -> out, unrepaired setup endpoints after global routing=true, CTS tree=built, wirelength, routed=26,700 um, IO Pins=407, routability congestion estimate=0.806, DIE HEIGHT=255 um, Worst VDD drop=about 0.95 mV, Seq share, synth=81.6%, Sink Count=202, Yosys cell types=4, root buf cell=clkbuf_16, initial antenna violation count=1, first-pass GRT wire length=36,500 um, Chip Area, Yosys=between 7000 and 8000 sq um, CP peak stage delay=0.52 ns, Synth-to-Final Area Change=68.4%, synth warn=1, WL/cell=approximately 17 um, # port buffers=just over 400, min Tclk post-route=1.43 ns, Crit path buffers/inverters=1, Final Instance Area=12,500 sq um, violated checks=negative setup slack, Max Cap Viol=0, Longest Clk Path Bufs=3, synthesized area=~7400 sq um, Inserted Clock Buffers=23, share of cells above drive strength 1=a little under a third, num rows=about 86
## final cells by class
type | count | area, sq um | share of cell area [%]
Clock buffer | 32 | 609 | 4.87
Clock inverter | 6 | 31.3 | 0.250
Multi-Input combinational cell | 202 | 1260 | 10.1
Sequential cell | 202 | 6070 | 48.4
Tap cell | 704 | 881 | 7.03
Timing Repair Buffer | 456 | 3670 | 29.3
## synthesized netlist by cell type (all sizes together)
| cell type | instances |
|---|---|
| buf | 20 |
| clkbuf | 2 |
| edfxtp | 202 |
| nor2b | 202 |
## report_power, final
| part | internal [uW] | leakage [uW] | total (uW) | switching (uW) |
|---|---|---|---|---|
| Clock | 4210 | 0.000303 | 7420 | 3220 |
| Combinational | 1510 | 0.00237 | 2290 | 783 |
| Sequential | 10100 | 0.00195 | 10200 | 173 |
| Total | 15800 | 0.00462 | 20000 | 4170 |
## kinds of logic (layout without fill, tap and decap cells)
kind of cell / after synthesis / in the layout / synth area share (%)
buffers and inverters: 22 / 494 / 1.45
AND/OR/NAND/NOR: 202 / 202 / 17.0
flip-flops: 202 / 202 / 81.6
## cell usage in the layout (no fill, tap or decap), drive strengths merged
cell type and n:
dlygate4sd3 1, buf 252, nor2b 202, clkinvlp 2
clkbuf 33, clkinv 4, clkdlybuf4s50 202, edfxtp 202
## state kept, by name (all words and copies together) (netlist names)
name,count
InsM,32
mem_w_dataM,32
MemWriteM,1
ImmM,32
PCM,32
luiM,1
rs2_valM,32
rdM,5
ALUOutM,32
MemtoRegM,2
RegWriteM,1
## per-layer routing
metal,part of all wire (%),global-route usage (%)
met5,0.049,0
met4,2.0,1.41
met3,12,3.51
met2,48,12.7
met1,38,9.59
## worst max path at each step
| stage | depth (start not counted) | slack (ns) | to | startpoint |
|---|---|---|---|---|
| after global routing | 1 | -0.50 | InsM[9] | InsM[9] |
| after CTS | 1 | -0.49 | InsM[9] | InsM[9] |
| final | 1 | -0.43 | InsM[6] | InsM[6] |
## per-stage QoR
step	TNS [ns]	total power (uW)	cells	setup WS (ns)	hold WS, ns
after floorplan	0	10600	426	0.168	0.312
after global routing	-54.55	21000	1602	-0.496	0.100
after global placement	-6.50	13400	1563	-0.273	0.548
after detailed placement	-6.84	13400	1563	-0.254	0.555
after CTS	-51.69	20500	1602	-0.488	0.0819
final	-40.81	20000	1602	-0.429	0.124
## repair_timing
item	in CTS	in global routing
endpoints found under the setup margin	202	202
hold buffers	1	0
buffers inserted	0	0
endpoints found under the hold margin	1	0
resized	690	0
No activity file was given, so power comes from the tool's default toggle rates.
